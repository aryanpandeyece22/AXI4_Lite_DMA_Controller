===== flow/constraint.sdc =====
current_design sync_fifo_extra_bit

set clk_period 7.3
set clk_io_pct 0.2

create_clock -name clk0 -period $clk_period [get_ports {clk}]

set non_clock_inputs [all_inputs -no_clocks]
set_input_delay [expr $clk_period * $clk_io_pct] -clock clk0 $non_clock_inputs
set_output_delay [expr $clk_period * $clk_io_pct] -clock clk0 [all_outputs]

===== flow/design.v =====
module sync_fifo_extra_bit (
    input  wire        clk,
    input  wire        reset,
    input  wire        FIFO_WR_EN,
    input  wire        FIFO_RD_EN,
    input  wire [31:0] write_data,
    output reg  [31:0] read_data,
    output wire        FIFO_FULL,
    output wire        FIFO_EMPTY
);
    localparam DEPTH      = 16;
    localparam ADDR_WIDTH = 4;            
    localparam PTR_WIDTH  = ADDR_WIDTH + 1;  
    reg [31:0] mem [0:DEPTH-1];
    reg [PTR_WIDTH-1:0] wr_ptr;    
    reg [PTR_WIDTH-1:0] rd_ptr;
    wire [ADDR_WIDTH-1:0] wr_addr = wr_ptr[ADDR_WIDTH-1:0];
    wire [ADDR_WIDTH-1:0] rd_addr = rd_ptr[ADDR_WIDTH-1:0];
    assign FIFO_EMPTY = (wr_ptr == rd_ptr);
    assign FIFO_FULL =
        (wr_addr == rd_addr) && (wr_ptr[PTR_WIDTH-1] != rd_ptr[PTR_WIDTH-1]);
    always @(posedge clk or posedge reset) begin
        if (reset) begin
            wr_ptr <= 0;
        end else begin
            if (FIFO_WR_EN && !FIFO_FULL) begin
                mem[wr_addr] <= write_data;
                wr_ptr <= wr_ptr + 1;        
            end
        end
    end
    always @(posedge clk or posedge reset) begin
        if (reset) begin
            rd_ptr <= 0;
            read_data <= 0;
        end else begin
            if (FIFO_RD_EN && !FIFO_EMPTY) begin
                read_data <= mem[rd_addr];
                rd_ptr <= rd_ptr + 1;        
            end
        end
    end
endmodule

===== flow/run.sh =====
#!/bin/bash
# OpenROAD 26Q1-2900-gdf79404cd8, Yosys 0.63+post, stock flow scripts
make -C /OpenROAD-flow-scripts/flow DESIGN_CONFIG=/design/flow/config.mk WORK_HOME=/design/flow/orfs finish

===== flow/config.mk =====
export PLATFORM = sky130hd
export DESIGN_NAME = sync_fifo_extra_bit
export DESIGN_NICKNAME = sync_fifo_extra_bit
export VERILOG_FILES = /design/flow/design.v
export SDC_FILE = /design/flow/constraint.sdc
export NUM_CORES = 4
export LEC_CHECK = 1
export CORE_UTILIZATION = 50

==> metrics.cfg <==
[logic_synthesis]
top_area_frac=0.719
yosys-stat-cells=1292
yosysChipArea_um2=21400
synth_flops=554
async_flop_share=0.0758
postSynthSeqShare=0.768
netlist_area_um2=21400
flop_cell=edfxtp_1
top_area_cell=edfxtp_1
area_leaders=edfxtp_1 (72%), dfrtp_1 (4.9%), a22oi_1 (2.5%)
avgSynthCellArea_um2=16.6
synthCells=1292
edf_count=512
synth.distinct_cells=70
yosysWarnings=2

[routing]
routedWlPerCell_um=28.3
ant_nets=0
remaining_drc_errors=0
num_antenna_cells=0
drtIter0Drc=836
vias=12300
via_per_inst=6.33
firstDrtPassIters=5
wl_um=55200

[placed_design]
routabilityCongestion=0.831
io_buffers=69
place_hpwl_um=28900
post-place-ws_ns=2.60
placed_area_um2=22700

[layout]
lay_top_count=edfxtp_1
utilization=0.585
fillers=3130
area_growth_pct=15.0
final_design_area_no_fill_um2=24600
seq_area_um2=16400
lay_top_cells=edfxtp_1 (512), a22oi_1 (70), clkdlybuf4s50_1 (69), nor2_1 (61), nand2_1 (59)
comb_area_um2=4510
drive_gt1_frac=0.122

[clock_tree]
cts_setup_buffers=0
cts.path.max_buffers=3
cts_tree=done
clock_latency_ns=0.61
cts_root_buf=clkbuf_16
cts.clk_slew.worst_paths_ns=0.06
cts_hold_buf=0
htreeDepth=2
cts_buffers=55
cts_resized=0
cts_sinks=554

[setup_path]
max_stage_delay_ns=0.87
required_ns=5.84
cp-start-kind=flip-flop
critPathBufInv=1
cp_max_fo=51
cpLargestDelayFamily=flip-flops
slowest_stage=dfrtp_4
worstPathCellList=xnor2_1, nand4_1, nor2_1, clkdlybuf4s50_1
cp.arrival_ns=2.60
regToRegSetupSlack_ns=3.44
path_class=reg -> out
critPathCaptureType=output pin

[floorplan]
rows=75
chipArea_um2=43600
chipWidth_um=209
die-height_um=209
num_io_pins=70
fp.coreArea_um2=42000
initCoreUtil=0.509

[run]
max_cap_violations=0
warnings=31

[status]
status=completed

[sta]
setup_viol=0
hold_viol_final=0
worst_pin_slew_ns=0.791
setup_slack_ns=3.24
relSlewSlack=0.473
whs_ns=0.476
finalClockPeriodUsage=0.556
fin_skew_ns=0.0177
max_freq_ghz=0.246
drv_slew=0
setup_tns_ns=0
fin_crit_ns=4.06
rsz0062_at_grt=false

[power]
max-vdd-ir-drop_mv=0.253
power-per-cell-area_nw_per_um2=403
p_leak_uw=0.00798

[hold_path]
holdCritPathClass=reg -> reg

[global_routing]
grt_use_total=0.289
first_global_vias=13000
grt_max_degree=55
overflow=0
grt_pass1_wl_um=82400
antenna_found_initial=0

through the flow:
stage / power [uW] / std cells
finish: 9910 / 1950
CTS: 9970 / 1950
global route: 10400 / 1950
global placement: 7010 / 1846
detailed placement: 7040 / 1846
floorplan: 5880 / 1292
final timing paths:
| path | startpoint | to | cells after the start |
|---|---|---|---|
| worst max register to register | rd_ptr[0] | read_data[25] | 9 |
| worst min-delay path | read_data[10] | read_data[10] | 2 |
| max in group asynchronous | reset | rd_ptr[3] | 3 |
| min in group asynchronous | reset | read_data[5] | 2 |
| worst max-delay path | rd_ptr[2] | FIFO_EMPTY | 4 |
| worst min register to register | read_data[10] | read_data[10] | 2 |
registers in the layout, indices dropped and copies added, names as in the netlist:
name,count
mem,512
read_data,32
rd_ptr,5
wr_ptr,5
cell type report:
cell class,instances,area share
Clock buffer,85,0.0679
Clock inverter,19,0.00992
Inverter,14,0.00214
Multi-Input combinational cell,626,0.183
Sequential cell,554,0.668
Tap cell,539,0.0274
Timing Repair Buffer,113,0.0415
logic make-up (layout without fill, tap and decap cells):
group,count (synthesis),after routing,share of synthesized area
mux,30,30,0.0149
buf+inv,112,231,0.0280
fa+ha+maj,8,8,0.00468
simple gates,236,236,0.0557
xor+xnor,14,14,0.00573
compound gates,338,338,0.123
flops,554,554,0.768
synthesized netlist by cell type, types with 8 or more instances:
| cell type | n |
|---|---|
| buf_2 | 58 |
| a311o_1 | 8 |
| o21ai_0 | 18 |
| xnor2_1 | 9 |
| inv_1 | 13 |
| a31oi_1 | 10 |
| a222oi_1 | 13 |
| o22ai_1 | 23 |
| dfrtp_1 | 42 |
| mux2i_1 | 25 |
| nand3_1 | 24 |
| a21oi_1 | 20 |
| clkbuf_1 | 19 |
| a211oi_1 | 21 |
| a22o_1 | 30 |
| nor2_1 | 65 |
| nor4_1 | 11 |
| o31ai_1 | 16 |
| a221oi_1 | 55 |
| and3_1 | 9 |
| nand2_1 | 59 |
| a22oi_1 | 70 |
| nor4b_1 | 8 |
| buf_4 | 14 |
| ha_1 | 8 |
| nor3_1 | 14 |
| edfxtp_1 | 512 |
tightest hold or removal path: stages, from the launching register on:
cell,delay [ns]
dfrtp_1,0.34
nand2_1,0.05
o31ai_1,0.05
report_power, final:
part,switching (uW),internal [uW]
clock network,1170,1750
registers,250,3750
logic,1890,1090
layer usage:
metal / up-vias / wire, um / GRT usage / part of all wire
li1: 5424 / - / - / -
met2: 737 / 25200 / 0.400 / 0.46
met3: 93 / 8450 / 0.193 / 0.15
met1: 6078 / 20200 / 0.426 / 0.37
met4: 2 / 1260 / 0.0535 / 0.023
met5: - / 45 / 0.00779 / 0.00081
No activity file was given, so power comes from the tool's default toggle rates.
